==> flow/design.v <==
module RAM_dados (dados, end_linha, end_coluna, write, clock, saida);
	input [31:0] dados;
	input [10:0] end_linha;
	input [10:0] end_coluna;
	input write;  
	input clock;
	output [31:0] saida;
	reg [31:0] ram_dados [10:0] [10:0];
	always @ (posedge clock) begin
		if(write == 1) begin
			ram_dados[end_linha][end_coluna] = dados;
		end
	end
	assign saida = ram_dados[end_linha][end_coluna];
endmodule
==> flow/run.sh <==
#!/bin/bash
# OpenROAD 26Q1-2900-gdf79404cd8, Yosys 0.63+post, stock flow scripts
make -C /OpenROAD-flow-scripts/flow DESIGN_CONFIG=/design/flow/config.mk WORK_HOME=/design/flow/orfs finish
==> flow/config.mk <==
export PLATFORM = sky130hd
export DESIGN_NAME = RAM_dados
export DESIGN_NICKNAME = RAM_dados
export VERILOG_FILES = /design/flow/design.v
export SDC_FILE = /design/flow/constraint.sdc
export NUM_CORES = 4
export LEC_CHECK = 1
export CORE_UTILIZATION = 30
==> flow/constraint.sdc <==
current_design RAM_dados

set clk_period 125.9
set clk_io_pct 0.2

create_clock -name clk0 -period $clk_period [get_ports {clock}]

set non_clock_inputs [all_inputs -no_clocks]
set_input_delay [expr $clk_period * $clk_io_pct] -clock clk0 $non_clock_inputs
set_output_delay [expr $clk_period * $clk_io_pct] -clock clk0 [all_outputs]
==> CHANGELOG.md <==
## Implementation

* Most used flip-flop cell: edfxtp_1
* WL per Instance at 34.85 um
* Ys cells at 8139
* # DRC at 0
* Critical path data arrival time at 34810 ps
* CP peak stage delay at 1020 ps
* Tcrit/Tclk final at 47.65%
* DRT Pass-1 Iters at 6
* Status: completed
* Initial antenna violation count at 34
* Pwr Total at 4.653 mW
* Post-synth regs at 3872
* Count of library flops with an enable pin at 3872
* Commonest non-fill, non-tap cell in the layout: edfxtp_1
* Max FFs per register at 3872
* Worst Tran Pin Value at 1195 ps
* Core Box Area at 0.4933 mm2
* CP startpoint kind: primary input
* Ys async rst share at 0%
* Tool warnings at 34
* Int Power at 2.699 mW
* Avg Synthesized Cell Area at 18.24 um2
* Sequential fraction of design power at 32.9%
* Setup bufs post-CTS at 0
* Fmax at 0.01667 GHz
* Clock transition at path regs at 60 ps
* Rel. slew slack at 20.32%
* CTS tree: built
* RSZ-0062 raised after global routing: no
* Worst path cell trace: clkdlybuf4s50_1 > ha_1 > xor2_1 > ha_1 > fa_1 > ha_1 > inv_1 > fa_4 > buf_4 > buf_4 > buf_4 > and3b_4 > buf_4 > buf_12 > a22o_1 > a221oi_1 > a31oi_1 > o21ai_0 > a31oi_1 > clkdlybuf4s50_1
* Cell Rows at 258
* Share of cells above drive strength 1 at 19.12%
* Area grow syn2layout at 15.47%
* Die extent in y at 705.5 um
* DRT iter0 DRCs at 6766
* GP Congestion at 0.9637
* Hold/Removal Path Class: primary input to register
* Slew Limit Fails at 0
* CTS Buf Count at 383
* Clk pwr share at 24.0%
* Clock Path Buffers at 4
* WL final at 533200 um
* Chip area at 0.4978 mm2
* Final hold violation count at 0
* Max cap viols at 0
* Post-Syn Area at 0.1485 mm2
* Final setup TNS at 0 ps
* Max IR drop VDD at 39.85 uV
* Number of global-route vias before repair at 92070
* Hold-fix buffers, CTS at 0
* Min Tclk post-route at 59990 ps
* Gr ovfl total at 0
* Psw at 1.954 mW
* Most used cell, CP: buf_4
* Switching Share at 41.99%
* Clock sinks at 3872
* Critical path required time at 100720 ps
* Slowest stage cell, crit path: fa_4
* Top cells excl fill/tap: edfxtp_1 (3872), buf_4 (486), a221oi_1 (478)
* Hpwl dp at 300300 um
* Crit Path Class: primary input to output port
* Critical Path End Type: output port
* Leak at 53.05 nW
* I/O pin count at 88
* Pwr Density at 27.14 mW/mm2
* Number of I/O port buffers at 79
* Power share of the combinational group at 43.1%
* Total track usage at 22.54%
* Via density at 5.664
* Synth warn at 1
* Via Count at 86650
* Setup Viol. Count Final at 0
* Floorplan core density at 30.10%
* Yosys stat area at 0.1485 mm2
* Post-synth seq share at 78.30%
* Synth Instances at 8139
* CP Max Fanout at 57
* Antenna viol nets, final at 0
* Number of cells upsized or downsized after cts at 0
* H-tree depth at 5
* Root buffer cell: clkbuf_16
* Largest net degree at the start of global routing at 89
* Distinct cells, synth at 81
* Die X at 705.5 um
* First-pass GRT wire length at 728300 um
[power by group through the flow]
stage         logic, mW  registers, mW  clock network (mW)
finish             2.00           1.53                1.12
CTS                1.94           1.53                1.12
global route       2.04           1.54                1.17
[stage by stage]
step           setup slack, ps  hold WS, ps  utilization (%)  instance area, um2  cells
4_1_cts                  66200        24530            34.75              171400  15280
3_3_place_gp             66200        25460            32.30              159300  14590
3_5_place_dp             66230        25480            32.30              159300  14590
6_report                 65910        24560            34.76              171500  15300
5_1_grt                  65800        24540            34.76              171400  15290
2_1_floorplan            71300        25280                -              148500   8139
[cell usage after synthesis (32+ instances only)]
master     count  area share [%]
a221oi_1     478             2.8
nor3_1        32            0.11
o22ai_1       53            0.22
buf_1         71            0.18
mux2_2       356             2.7
nor2_1       306            0.77
clkbuf_1     189            0.48
mux4_2       109             1.7
nand3_1       76            0.26
a31oi_1       45            0.19
mux2i_1      367             2.5
a21oi_1      286            0.96
o211ai_1      41            0.21
buf_4         84            0.42
o21ai_0      276            0.93
a22o_1        93            0.55
o2bb2ai_1     38            0.22
buf_2        243            0.82
a22oi_1      322             1.6
a222oi_1      33            0.22
nand2_1      183            0.46
o221ai_1      41            0.24
a211oi_1      45            0.23
nand4_1       59            0.25
a221o_1      129            0.87
edfxtp_1    3872              78
[worst paths after layout]
kind,depth (start not counted),end,start,slack [ps]
worst min-delay path,1,ram_dados[118][26],dados[26],24560
worst max-delay path,20,saida[21],end_linha[0],65910
[logic make-up after synthesis]
kind of cell	Yosys count	share of synthesized area (%)
DFF	3872	78.30
xor gates and xnor gates	15	0.1365
muxes	832	6.827
adders and majority gates	26	0.2646
and+or+nand+nor	733	2.202
buffers and inverters	622	2.020
AOI/OAI and AO/OA	2039	10.25
[critical path, delay by kind of cell]
kind | cells | cell delay, ps
AND/OR/NAND/NOR | 1 | 720
buffers and inverters | 8 | 3950
AND-OR/OR-AND | 5 | 2080
XOR/XNOR | 1 | 300
adder cells (fa/ha/maj) | 5 | 2320
[per-layer routing]
metal / global-route usage [%] / part of all wire (%)
met1: 19.25 / 27
met2: 31.89 / 44
met3: 23.25 / 23
met4: 11.31 / 6.7
met5: 5.239 / 0.59
[area by class of cell]
class,instances,area (um2)
sequential,3872,116300
fill,44810,321800
antenna,22,55.05
clock inverter,222,2018
tap,6500,8133
inverter,29,125.1
multi-input combinational,3645,30430
clock buffer,464,10060
timing repair buffer,546,4379
Power is estimated from default activity; no workload was simulated.
