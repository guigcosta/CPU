===== config.mk =====
export PLATFORM = sky130hd
export DESIGN_NAME = RAM_instrucoes
export DESIGN_NICKNAME = RAM_instrucoes
export VERILOG_FILES = /design/flow/design.v
export SDC_FILE = /design/flow/constraint.sdc
export NUM_CORES = 4
export LEC_CHECK = 1
export CORE_UTILIZATION = 30

===== constraint.sdc =====
current_design RAM_instrucoes

set clk_period 6.7
set clk_io_pct 0.2

create_clock -name clk0 -period $clk_period [get_ports {clock}]

set non_clock_inputs [all_inputs -no_clocks]
set_input_delay [expr $clk_period * $clk_io_pct] -clock clk0 $non_clock_inputs
set_output_delay [expr $clk_period * $clk_io_pct] -clock clk0 [all_outputs]

===== design.v =====
module RAM_instrucoes (end_linha, end_coluna, clock, saida);
parameter tamanho = 40;  
input [10:0] end_linha;
input [10:0] end_coluna;
input clock;
output reg [31:0] saida;
integer firstclock = 0;
reg [31:0] ram_instrucoes[tamanho-1:0][tamanho-1:0]; 
always @ (posedge clock) begin
	if(firstclock == 0)begin
		ram_instrucoes[0][0] <= 32'b11010000000000000000000000000000; 
		ram_instrucoes[0][1] <= 32'b11010000000000000000000000000000; 
		ram_instrucoes[0][2] <= 32'b11000000010000000000000000000000; 
		ram_instrucoes[0][3] <= 32'b11001000010000000000000000000000; 
		ram_instrucoes[0][4] <= 32'b10001000010000100000000000000000; 
		ram_instrucoes[0][5] <= 32'b10110000000111100000000000000000; 
		ram_instrucoes[0][6] <= 32'b00010000010000100111000000000000; 
		ram_instrucoes[0][7] <= 32'b10110000000110000000000000000000; 
		ram_instrucoes[0][8] <= 32'b10100000000110000000000000000000; 
		ram_instrucoes[0][9] <= 32'b00000010110101001001000000000000; 
		ram_instrucoes[0][10] <= 32'b00010000010000101000000000000000; 
		ram_instrucoes[0][11] <= 32'b10110000000111000000000000000000; 
		ram_instrucoes[0][12] <= 32'b00000010010101001011000000000000; 
		ram_instrucoes[0][13] <= 32'b00010000010000101000000000000000; 
		ram_instrucoes[0][14] <= 32'b10110000000110000000000000000000; 
		ram_instrucoes[0][15] <= 32'b00000010100101101001000000000000; 
		ram_instrucoes[0][16] <= 32'b00010000010000101000000000000000; 
		ram_instrucoes[0][17] <= 32'b10110000000110100000000000000000; 
		ram_instrucoes[0][18] <= 32'b10010000001000000000000000000000; 
		ram_instrucoes[0][19] <= 32'b11001010010000000000000000000010; 
		ram_instrucoes[0][20] <= 32'b10000010010000000000000000000001; 
		ram_instrucoes[0][21] <= 32'b01110000100000000000000000000001; 
		ram_instrucoes[0][22] <= 32'b11001000100000000000000000000001; 
		ram_instrucoes[0][23] <= 32'b11011000000000000000000000000000; 
		ram_instrucoes[0][24] <= 32'b11001010100000000000000000000010; 
		ram_instrucoes[0][25] <= 32'b10000010100000000000000000000001; 
		ram_instrucoes[0][26] <= 32'b01110000100000000000000000000001; 
		ram_instrucoes[0][27] <= 32'b11001000100000000000000000000001; 
		ram_instrucoes[0][28] <= 32'b11011000000000000000000000000000; 
		ram_instrucoes[0][29] <= 32'b11001010110000000000000000000010; 
		ram_instrucoes[0][30] <= 32'b10000010110000000000000000000001; 
		ram_instrucoes[0][31] <= 32'b01110000100000000000000000000001; 
		ram_instrucoes[0][32] <= 32'b11001000100000000000000000000001; 
		ram_instrucoes[0][33] <= 32'b11011000000000000000000000000000; 
		ram_instrucoes[0][34] <= 32'b11001000000000000000000000000010; 
		ram_instrucoes[0][35] <= 32'b10000000000000000000000000000001; 
		ram_instrucoes[0][36] <= 32'b01110000100000000000000000000001; 
		ram_instrucoes[0][37] <= 32'b11001000100000000000000000000001; 
		ram_instrucoes[0][38] <= 32'b11011000000000000000000000000000; 
		firstclock <= 1;
	end
end
always @(end_linha or end_coluna) begin
	saida <= ram_instrucoes[end_linha][end_coluna];
end
endmodule

===== run.sh =====
#!/bin/bash
# OpenROAD 26Q1-2900-gdf79404cd8, Yosys 0.63+post, stock flow scripts
make -C /OpenROAD-flow-scripts/flow DESIGN_CONFIG=/design/flow/config.mk WORK_HOME=/design/flow/orfs finish

==> flow_summary.yaml <==
# implementation run metrics
timing:
  period_used_pct: 97.1
  min_period_ns: 6.51
  worst_slew_pin_slew_ns: 0.866
  fin_ws_ns: 0.191
  setup_viol: 0
  hold_viol: 0
  slew_viol_final: 0
  fmax_ghz: 0.154
  slew-limit-headroom_pct: 42.1
synth:
  yosysSeqAreaShare_pct: 0
  yosysChipArea_um2: 1780
  yosysTopAreaCell: "ha_1"
  ys_cells: 273
  ys_sh_aoi_pct: 30.2
  syn_area_um2: 1780
  syn_avg_cell_area_um2: 6.53
  simple_gate_area_share_pct: 26.1
  synth-xor-area-share_pct: 10.5
  logic_family: "AND-OR/OR-AND gates"
  yosysTopAreaCellShare_pct: 15.4
  synthTopCellsByArea: "ha_1 15%, nand2_1 6.1%, buf_4 5.5%"
  synth_cell_type_count: 56
  synthAdderAreaFrac_pct: 17.7
  synthCells: 273
  ys_sh_mux_pct: 1.19
  yosysWarnings: 50000
drt:
  first_pass_iters: 4
  num_vias: 2080
  final_antenna_net_count: 0
  drtIter0Drc: 94
  viasPerCell: 5.10
  drt_wl_total_mm: 5.02
  drcViolationCount: 0
  antennaDiodeCount: 0
  wl_per_cell_um: 12.3
cells_and_area:
  layout.cells.most_common: "buf_4"
  regArea_um2: 0
  fill_cells: 577
  area_growth_pct: 45.5
  drive_gt1_share_pct: 22.9
  fin_area_um2: 2590
  clock_buffers: 0
  mostFrequentLayoutCells: "39 x buf_4, 29 x nand2_1, 29 x clkdlybuf4s50_1"
  ff_count: 0
  finalNonFillerCells: 408
power_and_ir_drop:
  pwr-share-comb_pct: 100.0
  swShare_pct: 47.6
  max-vdd-ir-drop_v: 0.000119
  p_clk_share_pct: 0
  power_frac_seq_pct: 0
  pwr_density_cell_nw_per_um2: 196
  netSwitchingPower_w: 0.000243
  intPower_w: 0.000267
  p_leak_nw: 1.12
global_routing:
  grt_max_degree: 26
  grt_util_all_layers_pct: 16.7
  antenna_found_initial: 0
  gr-total-overflow: 0
  grt_pass1_vias: 1920
  grt_pass1_wl_mm: 8.53
run_status:
  status: "finished, final reports clean"
placement:
  port_buffers: 38
  hpwl_mm: 3.74
  pre_cts_slack_ns: -0.480
  dp.cells: 402
  place_area_um2: 2410
  place.gp.congestion: 0.962
floorplan:
  chipHeight_um: 79.1
  chipArea_um2: 6260
  fp-utilization_pct: 31.8
  row_count: 27
  fp.coreArea_um2: 5610
  die_width_um: 79.1
  ios: 55
critical_path:
  critPathCaptureType: "primary output"
  slowest_stage: "clkdlybuf4s50_1"
  worstPathRequired_ns: 5.36
  path_class: "in2out"
  critical_path.cell_chain: "clkdlybuf4s50_1, inv_2, ha_4, inv_1, fa_2, xnor2_2, ha_1, ha_4, or3b_1, mux2_4, a31o_4, a21o_1, buf_6, buf_4, a21oi_2, clkdlybuf4s50_1"
  worstSetupStartpointType: "input pin"
  critPathArrivalTime_ns: 5.17
  timing.critical_path.fanout_max: 5
  cpPeakStageDelay_ns: 0.47
worst_hold_path:
  hp-class: "in2out"
  holdCritStartpoint: "end_coluna[0]"
  holdPathStages: 5
  hold_end: "saida[22]"
clock_tree:
  hold_buffers: 0
job:
  maxCapViolations: 0
  log.warning_count: 31
[metrics by stage]
step	hold slack, ns	utilization [%]	power (W)	TNS [ns]
CTS	3.67	45.2	0.000462	0
detailed placement	3.89	42.9	0.000417	-6.74
floorplan	2.88	-	0.000265	0
global placement	3.91	42.9	0.000419	-6.46
finish	3.67	46.3	0.000510	0
global route	3.77	46.3	0.000555	-0.0674
[layout make-up]
type / instances / area, µm² / share of cell area [%]
multi-input cells: 232 / 1720 / 66.3
repair buffers: 80 / 693 / 26.7
inverters: 24 / 90.1 / 3.47
well taps: 72 / 90.1 / 3.47
[synth_stat cells (3+ instances only)]
master,n
a21oi_1,19
o31ai_1,3
clkbuf_1,12
nor2b_1,3
nor3_1,9
nand3_1,9
buf_4,13
o21ai_0,17
o22ai_1,4
nand2_1,29
nand4_1,5
nand2b_1,10
a211oi_1,4
ha_1,22
xnor2_1,11
inv_1,24
o211ai_1,5
o21a_1,3
a21o_1,6
nor2_1,17
xor2_1,4
[critical path: cells and delay by family]
family                   cells  cell delay (ns)
AND-OR/OR-AND                3             0.55
adder cells (fa/ha/maj)      4             1.21
AND/OR/NAND/NOR              1             0.35
buffers and inverters        6             1.31
XOR/XNOR                     1             0.14
multiplexers                 1             0.28
[what timing repair did]
item | CTS | global route
pin swaps | 13 | 6
buffers inserted | 3 | 3
gates resized | 33 | 10
endpoints found under the setup margin | 19 | 15
[power by group through the flow]
stage,clock [W],sequential (W),combinational (W)
final,0,0,0.000510
after CTS,0,0,0.000462
after global routing,0,0,0.000555
[metal layers]
layer	track usage [%]	part of all wire, %	up-vias
met5	0	0	-
met4	1.64	0.42	0
met3	0.467	4.3	2
met2	29.1	47	56
met1	23.9	48	952
li1	-	-	1070
[how the worst max path moves through the flow]
stage            start        end  cells after the start
4_1_cts   end_linha[2]  saida[28]                     17
6_report  end_linha[2]   saida[1]                     16
5_1_grt   end_linha[0]  saida[23]                     18
[logic make-up (layout without fill, tap and decap cells)]
kind of cell,count (synthesis),after routing
other,1,13
AOI/OAI and AO/OA,81,81
adders and majority gates,24,24
xor gates and xnor gates,18,18
buffers and inverters,53,104
muxes,2,2
and+or+nand+nor,94,94
Power figures rest on the tool's default switching activity, not on a simulated workload.
