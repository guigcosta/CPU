$ cat ./config.mk
export PLATFORM = sky130hd
export DESIGN_NAME = Banco_registradores
export DESIGN_NICKNAME = Banco_registradores
export VERILOG_FILES = /design/flow/design.v
export SDC_FILE = /design/flow/constraint.sdc
export NUM_CORES = 4
export LEC_CHECK = 1
export CORE_UTILIZATION = 30
$ cat ./constraint.sdc
current_design Banco_registradores

set clk_period 10.6
set clk_io_pct 0.2

create_clock -name clk0 -period $clk_period [get_ports {clock}]

set non_clock_inputs [all_inputs -no_clocks]
set_input_delay [expr $clk_period * $clk_io_pct] -clock clk0 $non_clock_inputs
set_output_delay [expr $clk_period * $clk_io_pct] -clock clk0 [all_outputs]
$ cat ./design.v
module Banco_registradores (end_leitura1, end_leitura2, end_escrita, clock, write_reg, dados_escrita, read_RD, read_RS, read_RT);
	input [4:0] end_leitura1;
	input [4:0] end_leitura2;
	input [4:0] end_escrita;
	input clock;
	input write_reg;
	input [31:0] dados_escrita;
	output [31:0] read_RS;
	output [31:0] read_RD;
	output [31:0] read_RT;
	integer startReg = 0;
	reg [31:0] registradores [31:0];
	always @ (posedge clock) begin
		if (startReg == 0) begin
			registradores[00] = 32'b00000000000000000000000000000000;
			registradores[01] = 32'b00000000000000000000000000000000;
			registradores[02] = 32'b00000000000000000000000000000000;
			registradores[05] = 32'b00000000000000000000000000000100; 
			registradores[06] = 32'b00000000000000000000000000000101; 
			registradores[07] = 32'b00000000000000000000000000000010; 
			registradores[08] = 32'b00000000000000000000000000000001; 
			registradores[09] = 32'b00000000000000000000000000000001; 
			registradores[10] = 32'b00000000000000000000000000000001; 
			registradores[11] = 32'b00000000000000000000000000000000; 
			registradores[12] = 32'b00000000000000000000000000010011; 
			registradores[13] = 32'b00000000000000000000000000011000; 
			registradores[14] = 32'b00000000000000000000000000011101; 
			registradores[15] = 32'b00000000000000000000000000100010; 
			registradores[16] = 32'b00000000000000000000000000001001; 
			registradores[17] = 32'b11111111111111111111111111111111; 
			startReg <= 1;
		end
		if(write_reg) begin
			registradores [end_escrita] = dados_escrita;
		end
	end 
	assign read_RD = registradores [end_escrita];
	assign read_RS = registradores [end_leitura1];
	assign read_RT = registradores [end_leitura2];
endmodule
$ cat ./run.sh
#!/bin/bash
# OpenROAD 26Q1-2900-gdf79404cd8, Yosys 0.63+post, stock flow scripts
make -C /OpenROAD-flow-scripts/flow DESIGN_CONFIG=/design/flow/config.mk WORK_HOME=/design/flow/orfs finish
==> flow_summary.json <==
{
  "finalWeightedCongestion": 0.9470,
  "final_common_cell": "edfxtp_1",
  "lay_top_cells": "edfxtp_1, mux2i_1, and2_1",
  "drt_iter0_markers": 3579,
  "grt_setup_unrepaired": "no",
  "grt_usage_pct": 24.64,
  "ys.flops": 1025,
  "cts_tree": "built",
  "io_buffers": 144,
  "grt_max_degree": 97,
  "tns_ns": 0,
  "floorplan.core_util_pct": 30.19,
  "min_to": "startReg[0]",
  "layout-drive-gt1-share_pct": 14.88,
  "total_power_mw": 10.06,
  "utilization_pct": 34.55,
  "grt_pass1_vias": 44810,
  "finalWorstPathRequiredPeriod_ns": 7.790,
  "p_leak_nw": 24.60,
  "critPathKind": "input port to primary output",
  "firstDrtPassIters": 7,
  "hold_class": "register to register",
  "post_cts_resized": 0,
  "remaining_drc_errors": 0,
  "max_slew_margin_pct": 31.18,
  "syn_area_mm2": 0.05961,
  "syn_avg_cell_area_um2": 13.17,
  "antenna_found_initial": 14,
  "status": "finished clean",
  "grt_pass1_wl_um": 331100,
  "ys_chip_area_mm2": 0.05961,
  "hold_buffers": 0,
  "routed_wl_um": 236300,
  "die_area_mm2": 0.2005,
  "post_cts_buffers": 0,
  "cp-startpoint": "end_leitura2[1]",
  "grt_overflow_total": 0,
  "crit_path_end_kind": "primary output",
  "post_drt_wl_per_cell_um": 32.46,
  "finClkSkew_ns": 0.02995,
  "max-cap-violations": 0,
  "finalCritPeriodShare_pct": 73.49,
  "ff2ff_path_depth": 4,
  "clock.latency.late_pin_ns": 0.77,
  "r2r-start": "startReg[0]",
  "core_area_mm2": 0.1974,
  "worstHoldStart": "startReg[0]",
  "cts_buffer_depth": 3,
  "synth_cell_types": 33,
  "power.density_mw_per_mm2": 147.6,
  "tightest_slew_ns": 1.030,
  "cts_buffers": 111,
  "via_per_inst": 5.918,
  "finalSetupViolCount": 0,
  "dpl.hpwl_um": 137600,
  "synth_cells": 4526,
  "warning_count": 26,
  "placed_cell_area_mm2": 0.06440,
  "vias": 43070,
  "htreeDepth": 3,
  "fillCellCount": 18840,
  "yosysCellCount": 4526,
  "worstHoldPathCells": 2,
  "yosysSeqAreaShare_pct": 51.64,
  "startpoint_type": "input port",
  "worst_ep_arrival_time_ns": 5.67,
  "die_h_um": 447.8,
  "areaGrowthSynthToFinish_pct": 14.41,
  "final_area_mm2": 0.06820,
  "root_buffer": "clkbuf_16",
  "path_clk_slew_ns": 0.06,
  "fp.dieW_um": 447.8,
  "ys_warn_count": 1,
  "design.portCount": 145,
  "clock_sinks": 1025,
  "cp_max_fo": 32,
  "irDropWorstVdd_mv": 0.1479,
  "r2r_end": "registradores[9][31]",
  "fmax_ghz": 0.1284,
  "ant_nets": 0,
  "hold_viol": 0,
  "final_max_slew_viol_count": 0,
  "row_count": 163,
  "r2r_setup_slack_ns": 8.49,
  "worstPathRequired_ns": 8.48
}
where the power goes:
group / total (mW) / switching (mW) / internal, mW
Sequential: 4.63 / 0.0717 / 4.56
Clock: 4.07 / 1.71 / 2.36
Combinational: 1.36 / 0.835 / 0.523
stage by stage:
| step | std cells | setup slack [ns] | hold WS (ns) |
|---|---|---|---|
| 2_1_floorplan | 4526 | 4.913 | 0.7977 |
| 3_3_place_gp | 7061 | 2.838 | 0.8621 |
| 3_5_place_dp | 7061 | 2.898 | 0.8636 |
| 4_1_cts | 7270 | 2.880 | 0.8787 |
| 5_1_grt | 7271 | 2.646 | 0.9087 |
| 6_report | 7279 | 2.810 | 0.8844 |
final cells by class:
| type | count | area, um2 | share of cell area [%] |
|---|---|---|---|
| Antenna cell | 9 | 22.52 | 0.03302 |
| Clock buffer | 131 | 2895 | 4.245 |
| Clock inverter | 78 | 880.8 | 1.292 |
| Inverter | 1 | 3.754 | 0.005504 |
| Multi-Input combinational cell | 3063 | 27240 | 39.94 |
| Sequential cell | 1025 | 30780 | 45.13 |
| Tap cell | 2640 | 3303 | 4.843 |
| Timing Repair Buffer | 332 | 3073 | 4.506 |
Yosys cell counts:
cell type / n / share of area [%]
or2_2: 3 / 0.031
o21ai_0: 16 / 0.13
or3b_1: 1 / 0.015
mux2i_1: 1024 / 17
nand4_1: 32 / 0.34
nor2_2: 4 / 0.042
conb_1: 1 / 0.0063
nand2_1: 197 / 1.2
buf_2: 104 / 0.87
inv_1: 1 / 0.0063
edfxtp_1: 1025 / 52
nand3b_1: 4 / 0.050
and3_1: 1 / 0.011
nand3_1: 194 / 1.6
clkbuf_1: 213 / 1.3
nand2b_1: 4 / 0.042
a22o_1: 128 / 1.9
clkbuf_2: 19 / 0.16
or3b_2: 1 / 0.015
or3_1: 53 / 0.56
mux4_2: 256 / 9.7
nor3_1: 65 / 0.55
buf_1: 32 / 0.20
and3b_1: 2 / 0.029
buf_6: 7 / 0.13
nor2_1: 32 / 0.20
and2_1: 464 / 4.9
a31oi_1: 64 / 0.67
a22oi_1: 320 / 4.0
nor2b_1: 4 / 0.042
buf_4: 62 / 0.78
nor3b_1: 1 / 0.013
a21oi_1: 192 / 1.6
state kept, by name (all words and copies together), names as in the netlist:
register and flops:
registradores 1024, startReg 1
metal layers:
| metal | global-route usage (%) | share of wire (%) | vias up |
|---|---|---|---|
| met1 | 27.21 | 33 | 21140 |
| met4 | 12.23 | 6.5 | 22 |
| met3 | 16.56 | 16 | 772 |
| met5 | 1.221 | 0.14 | - |
| li1 | - | - | 17840 |
| met2 | 36.17 | 44 | 3306 |
worst max path at each step:
stage	end	slack [ns]
after global routing	read_RD[4]	2.65
after CTS	read_RT[1]	2.88
final	read_RT[7]	2.81
kinds of logic (layout without fill, tap and decap cells):
logic type	after synthesis	count (layout)	synth area share, %
muxes	1280	1280	26.87
buffers and inverters	438	542	3.495
and+or+nand+nor	1062	1062	9.668
other	1	10	0.006291
AOI/OAI and AO/OA	720	720	8.329
DFF	1025	1025	51.64
critical path, cell delays in order:
cell and delay, ns:
clkdlybuf4s50_1 0.61, and2_4 0.72, buf_4 0.61, buf_4 0.38
a22o_1 0.20, nor3_1 0.05, a31oi_1 0.21, nand3_1 0.21
clkdlybuf4s50_1 0.47
Power and IR drop assume default switching activity.
